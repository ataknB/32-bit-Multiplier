### ./design.v
module Multiplier_32bit(
    input logic clk,
    input logic rst,
    input logic [31:0] in0,  
    input logic [31:0] in1,  
    output logic done,
    output logic [63:0] result
);
    genvar i;
    logic [31:0]Holder[31:0];
    logic [31:0]Holder_wire[31:0];
    logic [31:0]add_en;
    logic [31:0]sub_en;
    logic [32:0]Q[31:0];
    logic [64:0]phase_result_wire[31:0];
    logic [64:0]phase_result[31:0];
    always_comb begin
        Q[0] = {in1, 1'b0};     
        Holder[0] = 32'd0;      
        case({Q[0][1], Q[0][0]})
            2'b00: begin sub_en[0] = 0; add_en[0] = 0; end
            2'b01: begin sub_en[0] = 0; add_en[0]  = 1; end
            2'b10: begin sub_en[0] = 1; add_en[0]  = 0; end
            default: begin sub_en[0] = 0; add_en[0]  = 0; end
        endcase
        if(add_en[0]) begin
            Holder_wire[0] = Holder[0] + in0;
        end
        else if(sub_en[0]) begin
            Holder_wire[0] = Holder[0] - in0;
        end
        else begin
            Holder_wire[0] = Holder[0];
        end
        phase_result_wire[0] = {Holder_wire[0], Q[0]};
        phase_result[0] = {phase_result_wire[0][64] , phase_result_wire[0][64:1]};
    end
    generate 
        for(i=1 ; i<8 ; i=i+1)
        begin
            always_comb begin
            Q[i] = phase_result[i-1][32:0];     
            Holder[i] = phase_result[i-1][64:33];      
            case({Q[i][1], Q[i][0]})
                2'b00: begin sub_en[i] = 0; add_en[i] = 0; end
                2'b01: begin sub_en[i] = 0; add_en[i]  = 1; end
                2'b10: begin sub_en[i] = 1; add_en[i]  = 0; end
                default: begin sub_en[i] = 0; add_en[i]  = 0; end
            endcase
            if(add_en[i]) begin
                Holder_wire[i] = Holder[i] + in0;
            end
            else if(sub_en[i]) begin
                Holder_wire[i] = Holder[i] - in0;
            end
            else begin
                Holder_wire[i] = phase_result[i-1][64:33];
            end
            phase_result_wire[i] = {Holder_wire[i], Q[i]};
            phase_result[i] = {phase_result_wire[i][64] , phase_result_wire[i][64:1]};
            end
        end
    endgenerate
    logic [64:0]phase_wire_1;
    Multiplier_Reg Reg_1(
                .clk(clk),
                .rst(rst),
                .phase_result_in(phase_result[7]),     
                .phase_result_out(phase_wire_1)
            );
     always_comb begin
            Q[8] = phase_wire_1[32:0];     
            Holder[8] = phase_wire_1[64:33];      
            case({Q[8][1], Q[8][0]})
                2'b00: begin sub_en[8] = 0; add_en[8] = 0; end
                2'b01: begin sub_en[8] = 0; add_en[8]  = 1; end
                2'b10: begin sub_en[8] = 1; add_en[8]  = 0; end
                default: begin sub_en[8] = 0; add_en[8]  = 0; end
            endcase
            if(add_en[8]) begin
                Holder_wire[8] = Holder[8] + in0;
            end
            else if(sub_en[8]) begin
                Holder_wire[8] = Holder[8] - in0;
            end
            else begin
                Holder_wire[8] = phase_wire_1[64:33];
            end
            phase_result_wire[8] = {Holder_wire[8], Q[8]};
            phase_result[8] = {phase_result_wire[8][64] , phase_result_wire[8][64:1]};
            end
    generate 
        for(i=9 ; i<16 ; i=i+1)
        begin
            always_comb begin
            Q[i] = phase_result[i-1][32:0];     
            Holder[i] = phase_result[i-1][64:33];      
            case({Q[i][1], Q[i][0]})
                2'b00: begin sub_en[i] = 0; add_en[i] = 0; end
                2'b01: begin sub_en[i] = 0; add_en[i]  = 1; end
                2'b10: begin sub_en[i] = 1; add_en[i]  = 0; end
                default: begin sub_en[i] = 0; add_en[i]  = 0; end
            endcase
            if(add_en[i]) begin
                Holder_wire[i] = Holder[i] + in0;
            end
            else if(sub_en[i]) begin
                Holder_wire[i] = Holder[i] - in0;
            end
            else begin
                Holder_wire[i] = phase_result[i-1][64:33];
            end
            phase_result_wire[i] = {Holder_wire[i], Q[i]};
            phase_result[i] = {phase_result_wire[i][64] , phase_result_wire[i][64:1]};
            end
        end
    endgenerate
    logic [64:0]phase_wire_2;
    Multiplier_Reg Reg_2(
                .clk(clk),
                .rst(rst),
                .phase_result_in(phase_result[15]),          
                .phase_result_out(phase_wire_2)
            );
    always_comb begin
            Q[16] = phase_wire_2[32:0];     
            Holder[16] = phase_wire_2[64:33];     
            case({Q[16][1], Q[16][0]})
                2'b00: begin sub_en[16] = 0; add_en[16] = 0; end
                2'b01: begin sub_en[16] = 0; add_en[16]  = 1; end
                2'b10: begin sub_en[16] = 1; add_en[16]  = 0; end
                default: begin sub_en[16] = 0; add_en[16]  = 0; end
            endcase
            if(add_en[16]) begin
                Holder_wire[16] = Holder[16] + in0;
            end
            else if(sub_en[16]) begin
                Holder_wire[16] = Holder[16] - in0;
            end
            else begin
                Holder_wire[16] = phase_wire_2[64:33];
            end
            phase_result_wire[16] = {Holder_wire[16], Q[16]};
            phase_result[16] = {phase_result_wire[16][64] , phase_result_wire[16][64:1]};
            end
    generate 
        for(i=17 ; i<24 ; i=i+1)
        begin
            always_comb begin
            Q[i] = phase_result[i-1][32:0];     
            Holder[i] = phase_result[i-1][64:33];     
            case({Q[i][1], Q[i][0]})
                2'b00: begin sub_en[i] = 0; add_en[i] = 0; end
                2'b01: begin sub_en[i] = 0; add_en[i]  = 1; end
                2'b10: begin sub_en[i] = 1; add_en[i]  = 0; end
                default: begin sub_en[i] = 0; add_en[i]  = 0; end
            endcase
            if(add_en[i]) begin
                Holder_wire[i] = Holder[i] + in0;
            end
            else if(sub_en[i]) begin
                Holder_wire[i] = Holder[i] - in0;
            end
            else begin
                Holder_wire[i] = phase_result[i-1][64:33];
            end
            phase_result_wire[i] = {Holder_wire[i], Q[i]};
            phase_result[i] = {phase_result_wire[i][64] , phase_result_wire[i][64:1]};
            end
        end
    endgenerate
    logic [64:0]phase_wire_3;
    Multiplier_Reg Reg_3(
                .clk(clk),
                .rst(rst),
                .phase_result_in(phase_result[23]),          
                .phase_result_out(phase_wire_3)
            );
    always_comb begin
            Q[24] = phase_wire_3[32:0];     
            Holder[24] = phase_wire_3[64:33];      
            case({Q[24][1], Q[24][0]})
                2'b00: begin sub_en[24] = 0; add_en[24] = 0; end
                2'b01: begin sub_en[24] = 0; add_en[24]  = 1; end
                2'b10: begin sub_en[24] = 1; add_en[24]  = 0; end
                default: begin sub_en[24] = 0; add_en[24]  = 0; end
            endcase
            if(add_en[24]) begin
                Holder_wire[24] = Holder[24] + in0;
            end
            else if(sub_en[24]) begin
                Holder_wire[24] = Holder[24] - in0;
            end
            else begin
                Holder_wire[24] = phase_wire_3[64:33];
            end
            phase_result_wire[24] = {Holder_wire[24], Q[24]};
            phase_result[24] = {phase_result_wire[24][64] , phase_result_wire[24][64:1]};
            end
    generate 
        for(i=25 ; i<32 ; i=i+1)
        begin
            always_comb begin
            Q[i] = phase_result[i-1][32:0];     
            Holder[i] = phase_result[i-1][64:33];      
            case({Q[i][1], Q[i][0]})
                2'b00: begin sub_en[i] = 0; add_en[i] = 0; end
                2'b01: begin sub_en[i] = 0; add_en[i]  = 1; end
                2'b10: begin sub_en[i] = 1; add_en[i]  = 0; end
                default: begin sub_en[i] = 0; add_en[i]  = 0; end
            endcase
            if(add_en[i]) begin
                Holder_wire[i] = Holder[i] + in0;
            end
            else if(sub_en[i]) begin
                Holder_wire[i] = Holder[i] - in0;
            end
            else begin
                Holder_wire[i] = phase_result[i-1][64:33];
            end
            phase_result_wire[i] = {Holder_wire[i], Q[i]};
            phase_result[i] = {phase_result_wire[i][64] , phase_result_wire[i][64:1]};
            end
        end
    endgenerate
    assign result = phase_result[31][63:1];  
endmodule
module Multiplier_Reg(
    input logic clk,
    input logic rst,  
    input logic [64:0]phase_result_in,
    input logic done_in,
    output logic [64:0]phase_result_out,
    output logic done_out
);
    always_ff @(posedge clk , negedge rst)
    begin
        if(~rst)
        begin
            phase_result_out <= 65'd0;
            done_out <= 1'b0;
        end
        else
        begin
            phase_result_out <= phase_result_in;
            done_out <= done_in;
        end
    end
endmodule
### ./run.sh
#!/bin/bash
# OpenROAD 26Q1-2900-gdf79404cd8, Yosys 0.63+post, stock flow scripts
make -C /OpenROAD-flow-scripts/flow DESIGN_CONFIG=/design/flow/config.mk WORK_HOME=/design/flow/orfs finish
### ./config.mk
export PLATFORM = sky130hd
export DESIGN_NAME = Multiplier_32bit
export DESIGN_NICKNAME = Multiplier_32bit
export VERILOG_FILES = /design/flow/design.v
export SDC_FILE = /design/flow/constraint.sdc
export NUM_CORES = 4
export LEC_CHECK = 1
export CORE_UTILIZATION = 50
### ./constraint.sdc
current_design Multiplier_32bit

set clk_period 57.7
set clk_io_pct 0.2

create_clock -name clk0 -period $clk_period [get_ports {clk}]

set non_clock_inputs [all_inputs -no_clocks]
set_input_delay [expr $clk_period * $clk_io_pct] -clock clk0 $non_clock_inputs
set_output_delay [expr $clk_period * $clk_io_pct] -clock clk0 [all_outputs]
==> results.json <==
{
  "grt_first_pass_wirelength_um": 812000,
  "cp_slowest_stage_delay_ns": 0.75,
  "insertion_delay_ns": 0.62,
  "rows": 178,
  "drv_slew": 0,
  "crit_type": "in2out",
  "yosysCellCount": 17857,
  "fp_util_pct": 50.5,
  "yosysChipArea_um2": 119000,
  "synth-edff-count": 0,
  "wl_per_cell_um": 26.6,
  "dieArea_um2": 240000,
  "numCtsBuffers": 17,
  "gp_congestion": 1.07,
  "yosysSeqAreaShare_pct": 4.03,
  "io_pins": 131,
  "start_kind": "input pin",
  "worst_pin_slew_ns": 1.06,
  "hold_class": "reg2reg",
  "flop_area_um2": 4830,
  "grt_use_total_pct": 44.7,
  "fp.dieH_um": 490,
  "synth-main-ff-cell": "dfrtp_1",
  "synth_top_area_share_pct": 20.2,
  "nFillCells": 23842,
  "syn_area_um2": 119000,
  "via_count": 139964,
  "cp.required_ns": 46.16,
  "layout.cells.non_filler": 20664,
  "cts_resized": 0,
  "finalHoldViolations": 0,
  "synth_cells": 17857,
  "drt_iter0_drc": 14873,
  "synthArstFlopShare_pct": 100,
  "wl_um": 549000,
  "synthDistinctLibCells": 110,
  "drc": 0,
  "path_clk_slew_ns": 0.12,
  "synth_area_leader_cell": "ha_1",
  "fp.coreArea_um2": 236000,
  "relSlewSlack_pct": 27.4,
  "fin_crit_sh_pct": 73.8,
  "cpMaxStageDelayCell": "a2111oi_0",
  "postSynthAreaPerCell_um2": 6.67,
  "cts_tree": "yes",
  "topCellsByArea": "ha_1 20%, a21oi_1 7.7%, nor2_1 6.8%",
  "post_drt_via_cell_ratio": 6.77,
  "grt_max_degree": 80,
  "final.min_clock_period_ns": 42.59,
  "dp_cells": 20616,
  "grt_pass1_vias": 126220,
  "drt_pre_antenna_iters": 8,
  "end_kind": "output pin",
  "cts_root_buffer": "clkbuf_16",
  "fmax_ghz": 0.0235,
  "hold_ws_ns": 0.339,
  "portBuffers": 128,
  "clockBufferDepth": 2,
  "maxCapViolCount": 0,
  "cp_max_fo": 15,
  "logic_area_um2": 106000,
  "post_cts_buffers": 0,
  "ys.flops": 192,
  "clkSinkCount": 192,
  "rsz0062_at_grt": "false",
  "chipWidth_um": 490,
  "place_hpwl_um": 429000,
  "yosys_warnings": 13,
  "outcome": "finished clean",
  "finalClockSkew_ns": 0.0441,
  "syn_to_final_growth_pct": 4.67,
  "grt.overflow.total": 0,
  "fin_setup_tns_ns": 0,
  "postCtsHoldBufs": 0,
  "setup_viol": 0,
  "timing.critical_path.mode_cell": "a21oi_1",
  "antenna_found_initial": 38,
  "drive_gt1_share_pct": 5.19,
  "critPathArrivalTime_ns": 31.05,
  "warnings": 968,
  "htreeDepth": 4,
  "ant_nets": 0
}
==> cells in the final DEF (no fill, tap or decap), types with 83 or more instances in the layout <==
master,netlist,layout
clkdlybuf4s50_1,0,87
inv_1,1088,1054
nand4_1,83,83
nand2b_1,280,280
a22o_1,112,112
o22ai_1,328,328
a22oi_1,186,186
o31ai_1,186,186
ha_1,1921,1921
a211oi_1,218,218
nor4_1,144,144
or2_2,112,112
o211ai_1,236,236
and3_1,145,145
o21bai_1,366,366
xnor2_1,338,338
a221oi_1,189,189
nand2_1,1230,1230
and2_1,122,122
o221ai_1,163,163
dfrtp_1,192,179
nor3_1,588,588
o21ai_0,1179,1178
a221o_1,224,224
a21oi_1,1839,1839
o21a_1,234,234
a21o_1,409,409
a31oi_1,250,250
or3_1,229,229
nor2b_1,228,226
nor2_1,2152,2134
buf_4,29,495
nand3_1,326,326
==> cells by family after synthesis <==
group           Yosys count  synth area share, %
xor+xnor                427                 3.22
fa+ha+maj              1984                 21.2
flops                   192                 4.03
compound gates         7185                 40.8
mux                     106                0.945
buf+inv                2094                 6.70
simple gates           5868                 23.1
other cells               1              0.00315
==> layout make-up <==
type	instances	area share, %
Tap cell	3150	3.16
Inverter	1109	3.37
Antenna cell	16	0.0321
Multi-Input combinational cell	15572	85.3
Clock inverter	15	0.146
Timing Repair Buffer	593	3.75
Clock buffer	17	0.341
Sequential cell	192	3.87
==> through the flow <==
stage               area (um^2)  worst slack, ns  utilization, %
floorplan                119000            17.48               -
global placement         124000            15.40            52.5
detailed placement       124000            15.44            52.5
CTS                      125000            15.39            52.8
global route             125000            13.73            52.8
finish                   125000            15.11            52.8
==> layer usage <==
layer / GRT usage (%) / part of all wire (%)
met1: 61.2 / 41
met2: 63.0 / 40
met3: 12.6 / 12
met4: 24.5 / 6.7
met5: 0 / 0.11
==> flip-flops by register name, indices dropped and copies added (netlist names) <==
signal                  count
Reg_1.phase_result_out     64
Reg_3.phase_result_out     64
Reg_2.phase_result_out     64
==> synthesized netlist by cell type, types with 189 or more instances <==
library cell	number
a221o_1	224
or3_1	229
nand2_1	1230
nor3_1	588
a221oi_1	189
nor2_1	2152
o22ai_1	328
a21o_1	409
nand3_1	326
inv_1	1088
o21ai_0	1179
dfrtp_1	192
o21bai_1	366
ha_1	1921
o21a_1	234
nor2b_1	228
a211oi_1	218
nand2b_1	280
o211ai_1	236
clkbuf_1	872
xnor2_1	338
a31oi_1	250
a21oi_1	1839
==> worst max-delay path, delay by kind of cell <==
family	cells	cell delay, ns
buf+inv	5	1.40
compound gates	44	9.83
simple gates	18	4.88
xor+xnor	2	0.26
fa+ha+maj	8	3.09
==> final timing paths <==
path / start / to / slack (ns) / cells past startpoint
max in group asynchronous: rst / Reg_3.phase_result_out[24] / 45.61 / 3
hold reg to reg: Reg_1.phase_result_out[20] / Reg_2.phase_result_out[12] / 0.34 / 0
min in group asynchronous: rst / Reg_1.phase_result_out[18] / 10.83 / 1
setup / recovery: in0[2] / result[62] / 15.11 / 77
setup reg to reg: Reg_2.phase_result_out[0] / Reg_3.phase_result_out[63] / 37.53 / 86
hold / removal: Reg_1.phase_result_out[20] / Reg_2.phase_result_out[12] / 0.34 / 0
